## /design/flow/design.v

```verilog
module Rsa256Core (
	input          i_clk,
	input          i_rst,
	input          i_start,
	input  [255:0] i_a,  
	input  [255:0] i_d,  
	input  [255:0] i_n,
	output [255:0] o_a_pow_d,  
	output         o_finished
);
localparam IDLE = 2'b00, PREP = 2'b01, MONT = 2'b10, CALC = 2'b11;
logic [1:0] state_r, state_w;
logic [255:0] m_r, m_w;
logic [255:0] t_r, t_w;
logic [7:0] counter_r, counter_w;
logic finish_r, finish_w;
logic o_prep; 			 
logic i_mont_start;      
logic o_mont1, o_mont2;  
logic [255:0] o_prep_data;
logic [255:0] o_mont1_data;
logic [255:0] o_mont2_data;
assign o_a_pow_d = m_r;
assign o_finished = finish_r;
Montgomery  mont1(.i_clk(i_clk), .i_rst(i_rst), .i_mont_start(i_mont_start),  .i_a(m_r),    .i_b(t_r),   .i_n(i_n), .o_data(o_mont1_data), .o_mont_finished(o_mont1));
Montgomery  mont2(.i_clk(i_clk), .i_rst(i_rst), .i_mont_start(i_mont_start),  .i_a(t_r),    .i_b(t_r),   .i_n(i_n), .o_data(o_mont2_data), .o_mont_finished(o_mont2));
ModuloProduct Mop(.i_clk(i_clk), .i_rst(i_rst), .i_prep_start(i_start), .i_a(i_a),             	   .i_n(i_n), .o_data(o_prep_data),  .o_prep_finished(o_prep));
always_ff @(posedge i_clk) begin
	if(i_rst) begin
		state_r <= IDLE;
		m_r <= 1;
		t_r <= 0;
		finish_r <= 0;
		counter_r <= 0;
	end
	else begin
		state_r <= state_w;
		m_r  <= m_w;
		t_r <= t_w;
		finish_r <= finish_w;
		counter_r <= counter_w;
	end
end
always_comb begin
	state_w  = state_r;
	finish_w = 1'b0;
	counter_w = counter_r;
	case(state_r) 
	IDLE: begin
		if(i_start) 
			state_w = PREP;
	end
	PREP: begin
		if(o_prep) 
			state_w = MONT;
		else
			state_w = PREP;
	end
	MONT: begin
		if(o_mont1 && o_mont2) 
			state_w = CALC;
		else 
			state_w = MONT;
	end
	CALC: begin
		if(counter_r == 8'd255) begin
			finish_w = 1;
			state_w = IDLE;
			counter_w = 0;
		end
		else  begin
			state_w = MONT;
			counter_w = counter_r + 1;
		end
	end
	endcase
end
always_comb begin
	m_w = m_r;
	t_w = t_r;
	i_mont_start = 1'b0;
	case(state_r) 
	IDLE: begin
		m_w = 1;
		t_w = 0;
	end
	PREP: begin
		m_w = 1;
		t_w = o_prep_data;
	end
	MONT: begin
		if(o_mont1 && o_mont2)begin
			if(i_d[counter_r])
				m_w = o_mont1_data;
			t_w = o_mont2_data;
		end
		i_mont_start = 1'b1;
	end
	endcase
end
endmodule
module Montgomery(
	input 	i_clk,
	input 	i_rst,
	input 	i_mont_start,
	input 	[255:0] i_a,
	input 	[255:0] i_b,
	input 	[255:0] i_n,
	output 	[255:0] o_data,
	output 	o_mont_finished
);
localparam S_IDLE = 2'd0, S_PROC = 2'd1;
logic  state_r, state_w;
logic [7:0] counter_r, counter_w;
logic [257:0] m_r, m_w;
logic finish_r, finish_w;
logic [257:0] temp1, temp2, temp3;
assign temp1 = (i_a[counter_r])? m_r+i_b : m_r ;
assign temp2 = (temp1[0])? temp1+i_n : temp1;
assign temp3 = temp2 >> 1;
assign o_mont_finished = finish_r;
assign o_data = m_r[255:0];
always_ff @(posedge i_clk ) begin
	if(i_rst) begin
		counter_r <= 0;
		state_r <= S_IDLE;
		m_r <= 0;
		finish_r <= 0;
	end
	else begin
		counter_r <= counter_w;
		state_r <= state_w;
		m_r <= m_w;
		finish_r <= finish_w;
	end
end
always_comb begin
	finish_w = 0;
	state_w = state_r;
	counter_w = counter_r;
	case(state_r) 
	S_IDLE: begin
		if(i_mont_start) 
			state_w = S_PROC;
		else
			state_w = S_IDLE;
	end
	S_PROC: begin
		if(counter_r == 8'd255) begin
			counter_w = 0;
			state_w = S_IDLE;
			finish_w = 1;
		end
		else begin
			counter_w = counter_r + 1;
			state_w = S_PROC;
		end
	end
	endcase
end
always_comb begin
	case(state_r) 
	S_IDLE:
		m_w = 0;
	S_PROC: 
		m_w = (temp3>=i_n)? temp3-i_n:temp3;
	endcase
end
endmodule
module ModuloProduct(
	input 	i_clk,
	input 	i_rst,
	input 	i_prep_start,
	input 	[255:0] i_a,  
	input 	[255:0] i_n,
	output  [255:0] o_data,
	output 	o_prep_finished
);
localparam S_IDLE = 2'd0;
localparam S_PROC = 2'd1;
logic state_r, state_w;
logic [7:0]   counter_r, counter_w;
logic [256:0] t_r, t_w;   
logic o_finish_r, o_finish_w;
logic [256:0] tt_compare;
assign tt_compare = t_r << 1;
assign o_data = t_r[255:0];
assign o_prep_finished = o_finish_r;
always_ff @(posedge i_clk ) begin
	if(i_rst) begin
		state_r <= S_IDLE;
		counter_r <= 8'd0;
		t_r <= 8'd0;
		o_finish_r <= 1'd0;
	end
	else begin
		state_r <= state_w;
		counter_r <= counter_w;
		t_r <= t_w;
		o_finish_r <= o_finish_w;
	end
end
always_comb begin
	state_w = state_r;
	counter_w = counter_r;
	o_finish_w = 1'd0;
	case(state_r)
	S_IDLE: begin
		counter_w  = 8'd0;
		if(i_prep_start) begin
			state_w = S_PROC;
		end
	end
	S_PROC: begin
		if(counter_r == 8'd255) begin 
			state_w = S_IDLE;
			counter_w = 8'd0;
			o_finish_w = 1'd1;
		end
		else begin
			state_w = S_PROC;
			counter_w = counter_r + 8'd1;
		end
	end
	endcase
end
always_comb begin
	t_w = t_r;
	case(state_r) 
	S_IDLE: begin
		if(i_prep_start) 
			t_w = {1'b0, i_a};
		else 
			t_w = 0;
	end
	S_PROC: begin
		if (tt_compare > i_n) 
			t_w = tt_compare - i_n;
		else 
			t_w = tt_compare;
	end
	endcase
end
endmodule
module Rsa256Wrapper (
    input         avm_rst,
    input         avm_clk,
    output logic [4:0] avm_address,
    output logic  avm_read,
    input  [31:0] avm_readdata,
    output logic  avm_write,
    output logic [31:0] avm_writedata,
    input         avm_waitrequest
);
localparam RX_BASE = 0*4;
localparam TX_BASE = 1*4;
localparam STATUS_BASE = 2*4;
localparam TX_OK_BIT = 6;
localparam RX_OK_BIT = 7;
localparam CHECK_READ = 3'b000, READ = 3'b001, CALC = 3'b010,  CHECK_WRITE = 3'b011, WRITE = 3'b100;
logic [6:0] counter_r, counter_w;  
logic [2:0] state_r, state_w;
logic [255:0] d_r, d_w;
logic [255:0] n_r, n_w;
logic [255:0] enc_r, enc_w;  
logic [255:0] dec_r, dec_w;  
logic [4:0]   avm_address_r, avm_address_w;
logic avm_read_r, avm_read_w, avm_write_r, avm_write_w;
logic rsa_start_r, rsa_start_w;  
logic rsa_finished;  
logic [255:0] decrypt_data;
assign avm_address = avm_address_r;
assign avm_read = avm_read_r;
assign avm_write = avm_write_r;
assign avm_writedata = dec_r[247-:8];  
Rsa256Core rsa256_core(
    .i_clk(avm_clk),
    .i_rst(avm_rst),
    .i_start(rsa_start_r),
    .i_a(enc_r),
    .i_d(d_r),   
    .i_n(n_r),
    .o_a_pow_d(decrypt_data),
    .o_finished(rsa_finished)
);
always_ff @(posedge avm_clk  or posedge avm_rst) begin   
    if(avm_rst) begin
        counter_r <= 0;
        state_r <= CHECK_READ;
        d_r <= 0;
        n_r <= 0;
        enc_r <= 0;
        dec_r <= 0;
        avm_address_r <= STATUS_BASE;
        avm_read_r <= 1;    
        avm_write_r <= 0;
        rsa_start_r <= 0;
    end
    else begin
        counter_r <= counter_w;
        state_r <= state_w;
        d_r <= d_w;
        n_r <= n_w;
        enc_r <= enc_w;
        dec_r <= dec_w;
        avm_address_r <= avm_address_w;
        avm_read_r <= avm_read_w;
        avm_write_r <= avm_write_w;
        rsa_start_r <= rsa_start_w;
    end
end
always_comb begin
    state_w = state_r;
    case(state_r)
    CHECK_READ: begin
        if(~avm_waitrequest && avm_readdata[RX_OK_BIT]) begin
            state_w = READ;
        end
        else begin
            state_w = CHECK_READ;
        end
    end
    READ: begin
        if(~avm_waitrequest) begin
            state_w = CHECK_READ;
            if(counter_r == 7'd96)
                state_w = CALC;
        end
        else begin
            state_w = READ;
        end
    end
    CALC: begin
        if(rsa_finished) begin
            state_w = CHECK_WRITE;
        end
        else begin
            state_w = CALC;
        end
    end
    CHECK_WRITE: begin
        if(~avm_waitrequest && avm_readdata[TX_OK_BIT]) begin
            state_w = WRITE;
        end
        else begin
            state_w = CHECK_WRITE;
        end
    end
    WRITE: begin
        if(~avm_waitrequest) begin
            state_w = CHECK_WRITE;
            if(counter_r == 7'd31)   
                state_w = CHECK_READ;
        end
        else begin
            state_w = WRITE;
        end
    end
    endcase
end
always_comb begin
    avm_read_w = avm_read_r;
    avm_write_w = avm_write_r;
    avm_address_w = avm_address_r;
    counter_w = counter_r;
    n_w = n_r;
    d_w = d_r;
    enc_w = enc_r;
    rsa_start_w = rsa_start_r;
    dec_w = dec_r;
    case(state_r) 
    CHECK_READ: begin
        if(~avm_waitrequest && avm_readdata[RX_OK_BIT]) begin
            avm_read_w = 1;   
            avm_write_w = 0;
            avm_address_w = RX_BASE;
            counter_w = counter_r + 1;
        end else begin
            avm_read_w = 1;
            avm_write_w = 0;
            avm_address_w = STATUS_BASE;
            counter_w = counter_r;
        end
    end
    READ: begin
        if(~avm_waitrequest) begin
            avm_read_w = 1;   
            avm_write_w = 0;
            avm_address_w = STATUS_BASE;
            if(counter_r <=  7'd32) begin
                n_w = (n_r<<8) + avm_readdata[7:0];  
            end
            else if(counter_r <= 7'd64) begin
                d_w = (d_r<<8) + avm_readdata[7:0];
            end
            else if (counter_r <= 7'd95) begin
                enc_w = (enc_r<<8) + avm_readdata[7:0];
            end
            else begin
                enc_w = (enc_r<<8) + avm_readdata[7:0];   
                rsa_start_w = 1;                          
                avm_address_w = STATUS_BASE;
            end
        end
        else begin
            avm_read_w = 1;
            avm_write_w = 0;
            avm_address_w = RX_BASE;
        end
    end
    CALC: begin
        rsa_start_w = 0;   
        avm_read_w = 1;  
        avm_write_w = 0;
        avm_address_w = STATUS_BASE;
        if(rsa_finished) begin
            dec_w = decrypt_data;
            counter_w = 0;
        end
    end
    CHECK_WRITE :begin
        if(~avm_waitrequest && avm_readdata[TX_OK_BIT]) begin
            avm_read_w = 0;
            avm_write_w = 1;
            avm_address_w = TX_BASE;
            counter_w = counter_r + 1;
        end
        else begin
            avm_read_w = 1;
            avm_write_w = 0;;
            avm_address_w = STATUS_BASE;
        end
    end
    WRITE: begin
        if(~avm_waitrequest) begin
            avm_read_w = 1;
            avm_write_w = 0;
            avm_address_w = STATUS_BASE;
            if(counter_r <= 7'd30) begin   
                dec_w = dec_r<<8;
            end
            else begin
                dec_w = 0;
                counter_w = 7'd64;
                enc_w = 0;
            end
        end
        else begin
            avm_read_w = 0;
            avm_write_w = 1;
            avm_address_w = TX_BASE;
        end
    end
    endcase
end
endmodule
```

## /design/flow/run.sh

```bash
#!/bin/bash
# OpenROAD 26Q1-2900-gdf79404cd8, Yosys 0.63+post, stock flow scripts
make -C /OpenROAD-flow-scripts/flow DESIGN_CONFIG=/design/flow/config.mk WORK_HOME=/design/flow/orfs finish
```

## /design/flow/config.mk

```make
export PLATFORM = sky130hd
export DESIGN_NAME = Rsa256Wrapper
export DESIGN_NICKNAME = Rsa256Wrapper
export VERILOG_FILES = /design/flow/design.v
export SDC_FILE = /design/flow/constraint.sdc
export NUM_CORES = 4
export LEC_CHECK = 1
export CORE_UTILIZATION = 30
```

## /design/flow/constraint.sdc

```tcl
current_design Rsa256Wrapper

set clk_period 87.3
set clk_io_pct 0.2

create_clock -name clk0 -period $clk_period [get_ports {avm_clk}]

set non_clock_inputs [all_inputs -no_clocks]
set_input_delay [expr $clk_period * $clk_io_pct] -clock clk0 $non_clock_inputs
set_output_delay [expr $clk_period * $clk_io_pct] -clock clk0 [all_outputs]
```

==> run notes <==
The layout was made with Yosys and OpenROAD.

The final setup skew is 0.1153 ns. The leakage power in the latest report is 102.5 nW. The final critical path time including I/O delays and setup is 22.07 ns.

The dominant cell type by area after synthesis is dfxtp_1. The total setup violations reported at the end of the flow is 0. Counting cells, the worst reg-to-reg path comes to 67. 74 I/O pins were placed. Setup repair after global routing left no endpoint under its margin. The area of the core region is 0.7504 mm^2. The cell sitting at the root of the clock tree is a clkbuf_16. The run finished, with violations left. The hold violation total from the final report is 0.

From left edge to right edge, the die measures 870.0 um. The chip occupies 0.7569 mm^2. The report gives the cell count of the worst hold path as 2. The capture point of the worst register-to-register path is recorded as rsa256_core.mont2.m_r[126]. The classification of the worst-slack hold path is reg -> reg. The instance area after placement is 0.2367 mm^2.

The post-route antenna net violation count is 0. According to the report, the first pass of detailed routing completed in 7 iterations. The H-tree generated during clock tree synthesis spans 5 levels. The design draws 4.972 mW. The final weighted congestion in routability-driven placement is 1.020. The critical path is of the reg -> reg type. The number of global-route vias before repair is 228800. The routed design shows a via density per instance of 5.854. The max-slew violation count is 0. The iteration-0 DRC count of the detailed router is 20950. The worst setup path is launched from a flip-flop. The source of the worst register-to-register timing path is rsa256_core.mont2.m_r[0]. The count of input and output buffers is 22. The slowest stage of the critical path belongs to the cell or4_1. The tightest slew margin relative to the limit is 1.177%. The portion of synthesized cell area occupied by the leading cell type is 11.75%. The die is 870.0 um tall. The startpoint identified for the worst hold timing path is rsa256_core.m_r[0].

The sequential share of the synthesized area is 23.19%. In the hold report, the worst path ends at dec_r[0]. For the completed layout, the total cell area is recorded as 0.2482 mm^2.

The final routed wire length divided by cell count is 31.98 um. The initial antenna violation count came to 111. The total number of vias is 238100. TritonCTS built the clock tree. The most frequently used library cell after synthesis is a21oi_1.

The global-route usage over all layers is 33.96%. The total of warnings raised by yosys is 4. For this configuration, the core starts out at a cell density of 30.12%. The summed negative setup slack over all endpoints is 0 ns. The chip area from the yosys synthesis statistics is 0.2260 mm^2.

Per the CTS log, the buffer count on the longest clock path is 4. The mean area per synthesized cell is 7.199 um^2. Recorded from the global router log, the overflow total was 0. Ranked by total cell area, the synthesized netlist is headed by dfxtp_1 12%, dfrtp_1 11%, ha_1 9.9%, a21oi_1 9.3%, nand2_1 6.8%. The quantity of gates resized following cts is 0. The stage logs contain a warning count of 68.

The number of placement rows is 318. Per the run report, area growth between synthesis and finish was 9.833%. The buffers inserted during post-CTS setup optimization is 0. The number of maximum-capacitance violations recorded for the run is 1. The maximum frequency from static timing analysis is 0.04531 GHz. The total number of clock tree sinks is 2360. The peak per-stage delay on the critical path is 0.78 ns. The required time at the worst endpoint is listed as 88.18 ns. The checks that failed: capacitance limit.

Counting flops with an async set or reset pin after synthesis yields a share of 43.77%. STA classifies the critical path endpoint as a flip-flop. The number of synthesized register bits is 2360.

The worst hold slack across all endpoints is 0.4216 ns. In the routed design, unresolved DRC markers number 0. The cell count after synthesis came out at 31400. The report puts the hold buffer count at CTS at 0.

By count the netlist is led by 4221 x a21oi_1, 4124 x nand2_1, 3446 x nor2_1. The insertion delay to the later sink of the worst-skew pair is 1.09 ns. Across all register-to-register paths, the minimum setup slack is 65.23 ns.

The detailed placer's ending HPWL is 1108 mm. The highest net fanout along the worst path is 39. The first-pass GRT wire length is 1793 mm. In the Yosys stats the netlist draws on 115 distinct library cells.

The slew of the pin with the lowest slew margin is 1.479 ns. The primary flip-flop cell chosen by synthesis mapping is dfxtp_1. The synthesized design contains 0 enable-type register cells. The clock buffer count from CTS is 316. The largest net degree at the start of global routing is 124. The timing report gives the clock slew at the launch and capture registers of the worst setup and hold paths as 0.07 ns. The maximum vdd drop is 0.01804 mV.

The sum of routed wire length over all layers is 1301 mm. The share of cells above drive strength 1 is 6.839%. The most frequent cell on the critical path is a21oi_1. The flow reported a cell area power density of 20.03 mW/mm^2. For the worst setup path, the data arrival time is 22.95 ns. The cell area after synthesis is 0.2260 mm^2.

After synthesis, the design contains 31400 cells according to Yosys. The portion of the clock cycle consumed by the worst path in the final layout is 25.28%.
## cells in the final DEF (no fill, tap or decap), types with 770 or more instances in the layout
| cell | count |
|---|---|
| a21oi_1 | 4216 |
| nand2_1 | 4113 |
| nor2_1 | 3441 |
| o21ai_0 | 2573 |
| ha_1 | 1796 |
| dfxtp_1 | 1316 |
| nand4_1 | 1239 |
| xnor2_1 | 1181 |
| a21o_1 | 1082 |
| dfrtp_1 | 1030 |
| inv_1 | 1007 |
| buf_4 | 770 |
## how the worst max path moves through the flow
stage	startpoint	to	slack [ns]	depth (start not counted)
6_report	rsa256_core.mont2.m_r[0]	rsa256_core.mont2.m_r[126]	65.23	67
5_1_grt	rsa256_core.mont2.m_r[0]	rsa256_core.mont2.m_r[126]	64.73	71
4_1_cts	rsa256_core.mont2.m_r[0]	rsa256_core.mont2.m_r[126]	65.73	67
## per-stage QoR
stage	utilization (%)	instances	setup WS, ns
after floorplan	-	31420	40.32
after global placement	31.54	39980	65.21
after detailed placement	31.54	39980	65.19
after CTS	33.05	40570	65.73
after global routing	33.05	40590	64.73
final	33.08	40680	65.23
## kinds of logic (layout without fill, tap and decap cells)
kind of cell | count (synthesis) | after routing | synth area share [%]
flip-flops | 2360 | 2360 | 23.19
buffers and inverters | 3174 | 2399 | 5.438
other | 1 | 135 | 0.001659
multiplexers | 853 | 853 | 4.998
XOR/XNOR | 1771 | 1771 | 6.866
AND-OR/OR-AND | 10580 | 10580 | 28.20
adder cells (fa/ha/maj) | 1803 | 1803 | 10.00
AND/OR/NAND/NOR | 10850 | 10850 | 21.30
## report_power, final
part / switching (mW) / internal (mW)
clock: 0.604 / 0.838
combinational: 1.51 / 0.604
sequential: 0.233 / 1.19
## area by class of cell
cell class                 count  area (um^2)
fill                       80520       502200
clock inverter               152         2311
multi-input combinational  25890       161800
tap                         9920        12410
timing repair buffer         799         6146
clock buffer                 435         8981
antenna                      108        270.3
inverter                    1013         3822
sequential                  2360        52450
## sequential cells by signal (all words and copies together), names as in the netlist, 2 cells and up
register and cells:
rsa256_core.mont2.counter_r 8, rsa256_core.m_r 256, rsa256_core.counter_r 8, dec_r 248, state_r 5, d_r 256
n_r 256, rsa256_core.mont1.counter_r 8, counter_r 7, rsa256_core.state_r 4, rsa256_core.mont1.m_r 258, rsa256_core.Mop.counter_r 8
enc_r 256, rsa256_core.Mop.t_r 256, avm_address_r 2, rsa256_core.mont2.m_r 258, rsa256_core.t_r 256
## routing by layer
metal | part of all wire [%] | GRT usage, % | wire, um
met4 | 4.4 | 11.33 | 56710
met1 | 45 | 48.95 | 582300
met2 | 42 | 49.07 | 542400
met5 | 0.071 | 0.2875 | 929
met3 | 9.1 | 10.04 | 118400
## worst max-delay path: cells and delay by family, from the launching register on
family                     cells  cell delay [ns]
AOI/OAI and AO/OA             34            10.88
and+or+nand+nor               16             4.68
buffers and inverters         10             3.10
adders and majority gates      4             1.61
DFF                            1             0.69
xor gates and xnor gates       2             0.31
muxes                          1             0.31
No activity file was given, so power comes from the tool's default toggle rates.
