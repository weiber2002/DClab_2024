**flow/run.sh**
```bash
#!/bin/bash
# OpenROAD 26Q1-2900-gdf79404cd8, Yosys 0.63+post, stock flow scripts
make -C /OpenROAD-flow-scripts/flow DESIGN_CONFIG=/design/flow/config.mk WORK_HOME=/design/flow/orfs finish
```
**flow/design.v**
```verilog
module I2Cinitializer (
    input i_rst_n,
    input i_clk,
    input i_start,
    output o_finished,
    output o_sclk,
    inout  o_sdat,
    output o_oen
);
localparam inst_num = 11;
localparam data_num = 11*24;
localparam [ data_num-1 : 0 ] setup_data = {
    24'b0011_0100_000_1111_0_0000_0000,  
    24'b0011_0100_000_0000_0_1001_0111,  
    24'b0011_0100_000_0001_0_1001_0111,  
    24'b0011_0100_000_0010_0_0111_1001,  
    24'b0011_0100_000_0011_0_0111_1001,  
    24'b0011_0100_000_0100_0_0001_0101,  
    24'b0011_0100_000_0101_0_0000_0000,  
    24'b0011_0100_000_0110_0_0000_0000,  
    24'b0011_0100_000_0111_0_0100_0010,  
    24'b0011_0100_000_1000_0_0001_1001,  
    24'b0011_0100_000_1001_0_0000_0001   
};
typedef enum  {
    IDLE,
    WAIT1,
    WAIT2,
    PREP,
    SEND,
    KEEP,
    ACK_PREP,
    ACK_SEND,
    ACK_KEEP,
    FINISH_0,
    FINISH_1,
    FINISH_2
} state_e;
logic [8:0] inst_counter_w, inst_counter_r;
logic finished_w, finished_r;
logic sclk_w, sclk_r;
logic sdat_w, sdat_r;
logic oen_w, oen_r;
logic [data_num-1:0] data_w, data_r;
state_e state_w, state_r;
assign o_finished = finished_r;
assign o_sclk = sclk_r;
assign o_sdat = (oen_r)? sdat_r : 1'bz;
assign o_oen = oen_r;
always @(posedge i_clk or negedge i_rst_n) begin
    if(~i_rst_n) begin
        state_r <= IDLE;
        inst_counter_r <= 0;
        finished_r <= 0;
        sclk_r <= 1;
        sdat_r <= 1;
        oen_r <= 1;
        data_r <= setup_data;
    end else begin
        state_r <= state_w;
        inst_counter_r <= inst_counter_w;
        finished_r <= finished_w;
        sclk_r <= sclk_w;
        sdat_r <= sdat_w;
        oen_r <= oen_w;
        data_r <= data_w;
    end
end
always_comb begin
    state_w = state_r;
    case(state_r)
        IDLE: begin
            if(i_start) begin
                state_w = WAIT1;
            end
            else begin
                state_w = IDLE;
            end
        end
        WAIT1: begin
            state_w = WAIT2;
        end
        WAIT2: begin
            state_w = PREP;
        end
        PREP: begin
            state_w = SEND;
        end
        SEND: begin
            state_w = KEEP;
        end
        KEEP: begin
            if(inst_counter_r[2:0] == 3'b111) begin
                state_w = ACK_PREP;
            end
            else begin
                state_w = PREP;
            end
        end
        ACK_PREP: begin
            state_w = ACK_SEND;
        end
        ACK_SEND: begin
            state_w = ACK_KEEP;
        end
        ACK_KEEP: begin
            if(inst_counter_r == (data_num - 1'b1)) begin
                state_w = FINISH_0;
            end else begin
                state_w = PREP;
            end
        end
        FINISH_0: begin
            state_w = FINISH_1;
        end
        FINISH_1: begin
            state_w = FINISH_2;
        end
        FINISH_2: begin
            state_w = FINISH_2;
        end
    endcase
end
always_comb begin
    sdat_w = sdat_r;
    sclk_w = sclk_r;
    oen_w = oen_r;
    data_w = data_r;
    finished_w = finished_r;
    inst_counter_w = inst_counter_r;
    case(state_r)
        IDLE: begin
            if(i_start) begin
                sdat_w = 1'b0;
                sclk_w = 1'b1;
                oen_w = 1'b1;
            end 
        end
        WAIT1: begin
            sclk_w = 1'b0;
            sdat_w = 1'b0;
            oen_w = 1'b1;
        end
        WAIT2: begin
            sclk_w = 1'b0;
            sdat_w = data_r[data_num-1'b1];
            oen_w = 1'b1;
        end
        PREP: begin
            sclk_w = 1'b1;
            sdat_w = sdat_r;
            oen_w = 1'b1;
        end
        SEND: begin
            sclk_w = 1'b0;
            sdat_w = sdat_r;
            oen_w = 1'b1;
            data_w = data_r << 1;
            inst_counter_w =   inst_counter_r + 1'b1;
        end
        KEEP: begin
            if(inst_counter_r[2:0] == 3'b111) begin
                sclk_w = 1'b0;
                sdat_w = 1'b0;
                oen_w = 1'b0;
            end
            else begin
                sclk_w = 1'b0;
                sdat_w = data_r[data_num-1'b1];
                oen_w = 1'b1;
            end
        end
        ACK_PREP: begin
            sclk_w = 1'b1;
            sdat_w = 1'b0;
            oen_w = 1'b0;
        end     
        ACK_SEND: begin
            sclk_w = 1'b0;
            sdat_w = 1'b0;
            oen_w = 1'b0;
        end
        ACK_KEEP: begin
            if(inst_counter_r == (data_num - 1'b1)) begin
                sclk_w = 1'b0;
                sdat_w = 1'b0;
                oen_w = 1'b1;
            end
            else begin
                sclk_w = 1'b0;
                sdat_w = data_r[data_num-1'b1];
                oen_w = 1'b1;
            end
        end
        FINISH_0: begin
            sclk_w = 1'b1;
            sdat_w = 1'b0;
            oen_w = 1'b1;
        end
        FINISH_1: begin
            sclk_w = 1'b1;
            sdat_w = 1'b1;
            oen_w = 1'b1;
            finished_w = 1'b1;
        end
        FINISH_2: begin
            sclk_w = 1'b1;
            sdat_w = 1'b1;
            oen_w = 1'b1;
        end
    endcase
end
endmodule
```
**flow/constraint.sdc**
```tcl
current_design I2Cinitializer

set clk_period 8.8
set clk_io_pct 0.2

create_clock -name clk0 -period $clk_period [get_ports {i_clk}]

set non_clock_inputs [all_inputs -no_clocks]
set_input_delay [expr $clk_period * $clk_io_pct] -clock clk0 $non_clock_inputs
set_output_delay [expr $clk_period * $clk_io_pct] -clock clk0 [all_outputs]
```
**flow/config.mk**
```make
export PLATFORM = sky130hd
export DESIGN_NAME = I2Cinitializer
export DESIGN_NICKNAME = I2Cinitializer
export VERILOG_FILES = /design/flow/design.v
export SDC_FILE = /design/flow/constraint.sdc
export NUM_CORES = 4
export LEC_CHECK = 1
export CORE_UTILIZATION = 50
```
==> impl_metrics.tcl <==
# flow metrics
set metrics [dict create \
    area_leaders "dfrtp_1 (47%), mux2_2 (27%), dfstp_2 (21%), buf_4 (1.5%), xnor2_1 (0.48%)" \
    ys_seq_share_pct 67.4 \
    root_buffer "clkbuf_16" \
    port_buffers 5 \
    clock-sinks 289 \
    error "[error] [KeplerFormal.cpp:679] Workflow failed: Iso has multiple drivers: .o_sdat0, o_sdat$_DFFE_PN1P_.Q0" \
    cts-buffers-inserted 29 \
    ys_async_sr_fraction_pct 100 \
    yosys_area_sq_um 10900 \
    post_cts_buffers 0 \
    holdBufCountCts 0 \
    clockBufferDepth 3 \
    synth.distinct_cells 31 \
    synth_flops 289 \
    routabilityCongestion 0.783 \
    die_h_um 150 \
    status "stopped before the end" \
    pre_cts_ws_ns 5.52 \
    top_area_cell "dfrtp_1" \
    ioPinCount 7 \
    yosys_warnings 2 \
    dpl.hpwl_mm 6.78 \
    num_rows 53 \
    ys.flop_type "dfrtp_1" \
    postSynthCellCount 630 \
    netlist_area_sq_um 10900 \
    yosys-stat-cells 630 \
    failed_stage "4_1_cts" \
    fp-utilization_pct 51.4 \
    top_cell_area_share_pct 46.9 \
    synth-edff-count 0 \
    top_cells_by_count "mux2_2 (265), dfrtp_1 (204), dfstp_2 (85), buf_4 (22), buf_2 (9)" \
    die_x_um 150 \
    cts_max_level 1 \
    cts.repair.resized 0 \
    synth.most_common_cell "mux2_2" \
    postSynthAreaPerCell_sq_um 17.3 \
]
cells by family after synthesis:
kind of cell	count (synthesis)	synth area share, %
buffers and inverters	32	1.97
DFF	289	67.4
and+or+nand+nor	27	1.78
adders and majority gates	2	0.230
muxes	265	27.4
AOI/OAI and AO/OA	8	0.587
xor gates and xnor gates	7	0.563
through the flow:
stage               instances  instance area, sq um  util, %
floorplan                 630                 10900        -
detailed placement        884                 11100     52.6
global placement          884                 11100     52.6
