[/design/flow/run.sh]
#!/bin/bash
# OpenROAD 26Q1-2900-gdf79404cd8, Yosys 0.63+post, stock flow scripts
make -C /OpenROAD-flow-scripts/flow DESIGN_CONFIG=/design/flow/config.mk WORK_HOME=/design/flow/orfs finish
[/design/flow/config.mk]
export PLATFORM = sky130hd
export DESIGN_NAME = AudDSP
export DESIGN_NICKNAME = AudDSP
export VERILOG_FILES = /design/flow/design.v
export SDC_FILE = /design/flow/constraint.sdc
export NUM_CORES = 4
export LEC_CHECK = 1
export CORE_UTILIZATION = 30
[/design/flow/constraint.sdc]
current_design AudDSP

set clk_period 55.9
set clk_io_pct 0.2

create_clock -name clk0 -period $clk_period [get_ports {i_clk}]

set non_clock_inputs [all_inputs -no_clocks]
set_input_delay [expr $clk_period * $clk_io_pct] -clock clk0 $non_clock_inputs
set_output_delay [expr $clk_period * $clk_io_pct] -clock clk0 [all_outputs]
[/design/flow/design.v]
module AudDSP(   
    input i_rst_n,
    input i_clk,
    input i_start,
    input i_pause,
    input i_stop,
    input [2:0] i_speed,   
    input i_fast,
    input i_slow_0,
    input i_slow_1,
    input i_daclrck,
    input [15:0] i_sram_data,
    output[15:0] o_dac_data,
    output[19:0] o_sram_addr
);
localparam endsram_addr = 20'd1024000;  
typedef enum {
    IDLE,
    PLAY,
    PAUSE
} state_t;
state_t state_r, state_w;
logic [3:0] counter_w, counter_r;
logic signed [15:0] data_w, data_r;
logic signed [15:0] prev_data_w, prev_data_r;
logic [19:0] addr_w, addr_r;
logic prev_daclrclk_w, prev_daclrclk_r;
assign o_sram_addr = addr_r;
assign o_dac_data = data_r;
always_ff @(posedge i_clk or negedge i_rst_n) begin
    if(~i_rst_n) begin
        state_r <= IDLE;
        counter_r <= 20'd0;
        data_r <= 16'd0;
        addr_r <= 20'd0;
        prev_daclrclk_r <= 1'b0;
        prev_data_r <= 16'd0;
    end
    else begin
        state_r <= state_w;
        counter_r <= counter_w;
        data_r <= data_w;
        addr_r <= addr_w;
        prev_daclrclk_r <= prev_daclrclk_w;
        prev_data_r <= prev_data_w;
    end
end
always_comb begin
    state_w = state_r;
    case(state_r)
        IDLE: begin
            if(i_start) begin
                state_w = PLAY;
            end
        end
        PLAY: begin
            if(i_pause) begin
                state_w = PAUSE;
            end else if(i_stop) begin
                state_w = IDLE;
            end else if (addr_r >= endsram_addr ) begin  
                state_w = IDLE;
            end 
        end
        PAUSE: begin
            if(i_start) begin
                state_w = PLAY;
            end else if(i_stop) begin
                state_w = IDLE;
            end
        end
    endcase
end
always_comb begin
    counter_w = counter_r;
    addr_w = addr_r;
    prev_daclrclk_w = i_daclrck;
    data_w = data_r;
    prev_data_w = prev_data_r;
    case(state_r)
        IDLE: begin
            counter_w = 20'd0;
            addr_w = 20'd0;
            data_w = 16'bz;
            prev_data_w = 16'd0;
            if(i_start) begin
                data_w = i_sram_data;
            end
        end
        PLAY: begin
            if(i_pause) begin
                data_w = 16'bz;
                counter_w = 1'd0;
            end
            else if(i_stop || addr_r >= endsram_addr) begin  
                data_w = 16'bz;
                addr_w = 20'd0;
                counter_w = 20'd0;
                prev_data_w = 16'd0;
            end 
            else begin
                if(i_fast) begin
                    data_w = i_sram_data;
                    counter_w = 1'd0;
                    if(~prev_daclrclk_r && i_daclrck) begin  
                        addr_w = addr_r + i_speed + 20'd1;  
                        prev_data_w = $signed(i_sram_data);           
                    end
                end 
                else if(i_slow_0) begin
                    data_w = i_sram_data;
                    if(counter_r >= i_speed) begin
                        if(~prev_daclrclk_r && i_daclrck) begin 
                            addr_w = addr_r + 20'd1;
                            counter_w = 1'd0;
                            prev_data_w = $signed(i_sram_data);
                        end
                    end else begin
                        if(~prev_daclrclk_r && i_daclrck) begin
                            counter_w = counter_r + 1'd1;
                            prev_data_w = $signed(i_sram_data);
                        end
                    end
                end 
                else if(i_slow_1) begin
                    data_w = ((1 + $signed(i_speed) - $signed(counter_r))*prev_data_r + $signed(i_sram_data)*$signed(counter_r))/ (1 + $signed(i_speed)) ;    
                    if(counter_r >= i_speed) begin
                        if(~prev_daclrclk_r && i_daclrck) begin 
                            addr_w = addr_r + 20'd1;
                            counter_w = 1'd0;
                            prev_data_w = $signed(i_sram_data);
                        end
                    end
                    else begin
                        if(~prev_daclrclk_r && i_daclrck) begin
                            counter_w = counter_r + 1'd1;
                        end 
                    end
                end
                else begin
                    data_w = i_sram_data;
                    counter_w = 1'd0;
                    if(~prev_daclrclk_r && i_daclrck) begin  
                        addr_w = addr_r + 20'd1;   
                        prev_data_w = $signed(i_sram_data);          
                    end
                end
            end
        end
        PAUSE: begin
            data_w = 16'bz;
            if(i_stop) begin
                data_w = 16'bz;
                addr_w = 20'd0;
                counter_w = 20'd0;
                prev_data_w = 16'd0;
            end else if(i_start) begin
                data_w = i_sram_data;
            end
        end
    endcase
end
endmodule
==> deck_impl_summary.md <==
Physical Implementation Snapshot

STA
  • Final setup vio count: 16
  • F_max: 13.01 MHz
  • Final min period: 76.86 ns
  • Slew Viols, Final: 0
  • Slew @ Worst Pin: 0.9251 ns
  • RSZ-0062 raised after global routing: yes
  • Worst Clk Skew: 0.004278 ns
  • PnR worst setup slack: -20.96 ns
  • Relative slew slack: 38.14%
  • Final hold violations: 0
  • Final period util: 137.5%
  • Setup TNS: -333.11 ns

Die
  • Die height: 351.1 µm
  • Core Area: 120400 µm²
  • Row count: 127
  • Die Size: 123300 µm²
  • I/O Pins: 64
  • Die X: 351.1 µm
  • Fp_density: 30.35%

Clock network
  • Root Buffer: clkbuf_16
  • Clock latency (worst-skew pair): 0.33 ns
  • CTS Sinks: 60
  • CTS Buf Count: 9
  • H-Tree Depth: 3
  • Reg clk slew, reported paths: 0.06 ns
  • Clk buf depth: 2
  • Hold_buf cts: 0
  • CTS tree: built

Logic synthesis
  • Mux area share: 2.430%
  • Complex Gates by Area: 29.06%
  • Commonest cells in the synthesized netlist: 598 x ha_1, 596 x nand2_1, 460 x nor2_1
  • Post-synthesis sequential area ratio: 4.110%
  • Cell type with the largest total area: ha_1
  • Yosys warns: 6
  • Number of enable flip-flop cells: 0
  • Main area contributors: ha_1 20%, fa_1 6.8%, nand2_1 6.1%
  • Asr flop ratio synth: 100.0%
  • Adders+Majority by Area: 27.26%
  • Dominant Register Cell: dfrtp_1
  • Top logic family: AND-OR/OR-AND gates
  • Yosys stat chip area: 36560 µm²
  • Cell count after synthesis: 5092
  • Xor/xnor share: 7.974%
  • Mean area per synthesized cell: 7.180 µm²
  • Synth Area in Simple Gates: 24.66%
  • Post-Syn Area: 36560 µm²
  • Netlist cell types: 112
  • Yosys cell count: 5092
  • Count leader, synth: ha_1
  • Flops after synth: 60
  • Top area contributor share: 20.47%

Global route
  • Vias in the first global route: 44190
  • Initial antenna violation count: 3
  • Global route total overflow: 0
  • Largest net degree at the start of global routing: 54
  • GRT Total Usage: 24.62%
  • First-pass GRT wire length: 236600 µm

Finish
  • Share of layout cells above drive strength 1: 40.47%
  • Final core occ: 52.45%
  • Fillers: 10640
  • Post-route cell area: 63170 µm²
  • Area Overhead vs Synth: 72.79%

Worst setup path
  • CP Class: input port to flip-flop
  • CP max-delay cell: fa_1
  • Req. time, crit path: 56.09 ns
  • Startpoint types: input port
  • Slowest stage delay, CP: 0.58 ns
  • Worst EP arrival: 77.05 ns
  • Crit-path most repeated cell: o21a_1
  • Critical Path Sink Type: flip-flop
  • CP Max Fanout: 10

Placement
  • Post-DP HPWL: 126200 µm
  • DP Area: 57290 µm²
  • IO Port Bufs: 63
  • Placer Congestion: 1.047
  • Dpl ws: -25.26 ns

Routing
  • ANT nets after route: 0
  • Via count: 46790
  • Drt drc: 0
  • First-pass DRT Iterations: 5
  • Drt wl/cell: 16.21 µm
  • DR vias/cell: 4.959
  • Iter 0 DRT Violations: 2555
  • Routed WL: 153000 µm

Status
  • Failing checks: setup timing
  • Outcome: finished, violations left

Job
  • Max-cap violations: 0
  • OpenROAD warning count: 33

Hold path
  • Hold Crit Class: flip-flop to flip-flop
## through the flow
step                      std cells  hold WS [ns]
after floorplan                5500        0.4597
after global placement         9068        0.5121
after detailed placement       9068        0.5184
after CTS                      9332        0.5320
after global routing           9436        0.5678
final                          9436        0.5293
## cell type report
cell class                 instances  area, µm²  area share, %
multi-input combinational       5013      39300          62.21
timing repair buffer            2447      18970          30.03
tap                             1612       2017          3.193
sequential                        60       1503          2.379
inverter                         287       1092          1.729
clock buffer                       9      225.2         0.3565
clock inverter                     7      58.81        0.09309
antenna                            1      2.502       0.003961
## state kept, by name (all words and copies together), names as in the netlist
| signal | cells |
|---|---|
| addr_r | 20 |
| data_r | 16 |
| prev_data_r | 16 |
| counter_r | 4 |
| state_r | 3 |
| prev_daclrclk_r | 1 |
## critical path, delay by kind of cell
kind,cells,cell delay [ns]
AND-OR/OR-AND,189,35.78
adder cells (fa/ha/maj),39,10.85
AND/OR/NAND/NOR,62,10.69
buffers and inverters,45,5.73
multiplexers,8,2.16
XOR/XNOR,4,0.58
## worst paths after layout
path | from | cells after the start | slack [ns] | to
worst max-delay path | i_speed[0] | 347 | -20.96 | data_r[15]$_DFFE_PN0P_
worst max register to register | counter_r[0]$_DFFE_PN0P_ | 346 | -10.32 | data_r[15]$_DFFE_PN0P_
max in group asynchronous | i_rst_n | 2 | 44.24 | data_r[10]$_DFFE_PN0P_
min in group asynchronous | i_rst_n | 1 | 10.68 | addr_r[8]$_DFFE_PN0P_
worst min register to register | addr_r[19]$_DFFE_PN0P_ | 2 | 0.53 | addr_r[19]$_DFFE_PN0P_
worst min-delay path | addr_r[19]$_DFFE_PN0P_ | 2 | 0.53 | addr_r[19]$_DFFE_PN0P_
## cells in the final DEF (no fill, tap or decap), types with 22 or more instances in the layout
cell type	Yosys	layout
a21oi_1	342	258
o21ai_1	7	37
nor2b_1	59	54
clkdlybuf4s50_1	0	59
xnor2_1	206	189
buf_6	1	55
buf_4	2	2310
nor2_2	2	31
nand3_1	123	100
fa_1	124	117
dfrtp_1	59	59
or2_2	41	35
nand2_1	596	563
and2_1	72	64
a21o_1	172	170
a31oi_1	81	55
o21ai_2	2	38
o21a_1	176	173
a211oi_1	40	22
nand2_2	0	28
or3_1	82	76
xor2_1	125	124
o31ai_1	55	38
o21ai_0	297	223
conb_1	2	410
inv_1	285	267
nand2b_1	83	81
nor2_1	460	415
o211ai_1	40	40
ha_4	0	106
and3_1	58	48
a21oi_2	3	73
o31a_1	22	22
o21bai_1	31	29
mux2_2	53	40
mux2i_1	28	22
nand4_1	62	62
ha_1	598	472
nor3_1	189	169
## layer usage
layer,GRT usage (%),vias up,part of all wire [%]
li1,-,23800,-
met1,35.37,21680,48
met2,37.62,1124,43
met3,5.087,182,6.7
met4,5.998,6,2.7
met5,0.5102,-,0.075
## cells by family (layout without fill, tap and decap cells)
family,after synthesis,in the layout
muxes,82,82
and+or+nand+nor,1906,1907
xor gates and xnor gates,332,332
DFF,60,60
other,2,411
AOI/OAI and AO/OA,1559,1560
buffers and inverters,429,2750
adders and majority gates,722,722
## timing repair
item	4_1_cts	5_1_grt
cloned	3	1
endpoints found under the hold margin	0	0
resized	294	300
endpoints found under the setup margin	16	16
buffers inserted	246	112
pin swaps	287	251
